$ cat design/flow/design.v
module hamm_decoder(
	input logic [7:1] code_in,
	input logic parity_type,
	output logic [4:1] data_out,
	output logic error
);
	logic s1, s2, s3;
	assign s1 = code_in[1] ^ code_in[3] ^ code_in[5] ^ code_in[7] ^ parity_type;
	assign s2 = code_in[2] ^ code_in[3] ^ code_in[6] ^ code_in[7] ^ parity_type;
	assign s3 = code_in[4] ^ code_in[5] ^ code_in[6] ^ code_in[7] ^ parity_type;
	logic [2:0] error_pos;
	assign error_pos = {s3, s2, s1};
	logic [7:1] corrected_code;
	always_comb begin
		corrected_code = code_in;
		if(error_pos != 3'b000) begin
			corrected_code[error_pos] = ~corrected_code[error_pos];
			error = 1;
		end
		else begin
			error = 0;
		end
	end
	assign data_out = {corrected_code[7], corrected_code[6], corrected_code[5], corrected_code[3]};
endmodule
$ cat design/flow/run.sh
#!/bin/bash
# OpenROAD 26Q1-2900-gdf79404cd8, Yosys 0.63+post, stock flow scripts
make -C /OpenROAD-flow-scripts/flow DESIGN_CONFIG=/design/flow/config.mk WORK_HOME=/design/flow/orfs finish
$ cat design/flow/config.mk
export PLATFORM = sky130hd
export DESIGN_NAME = hamm_decoder
export DESIGN_NICKNAME = hamm_decoder
export VERILOG_FILES = /design/flow/design.v
export SDC_FILE = /design/flow/constraint.sdc
export NUM_CORES = 4
export LEC_CHECK = 1
export CORE_AREA = 10 10 70 70
export DIE_AREA = 0 0 80 80
$ cat design/flow/constraint.sdc
current_design hamm_decoder

set clk_period 3.0
set clk_io_pct 0.2

create_clock -name clk0 -period $clk_period

set non_clock_inputs [all_inputs -no_clocks]
set_input_delay [expr $clk_period * $clk_io_pct] -clock clk0 $non_clock_inputs
set_output_delay [expr $clk_period * $clk_io_pct] -clock clk0 [all_outputs]
==> qor.yml <==
row_count: 21
post_route_cells_drive_above_1_share_pct: 62.4
grt_antenna_before_repair: 0
syn-mean-instance-area_um2: 7.51
worst-setup-path-type: "input port to output port"
die-area_mm2: 0.00640
clock_power_share_pct: 0
io_buffer_count: 13
post-route-drc-count: 0
setup_viol: 4
critical_path_arrival_ps: 3280
yosys-stat-cells: 68
cp-end-kind: "output port"
ir_worst_vdd_v: 0.000272
final_antenna_net_count: 0
maxSlewHeadroom_pct: 83.1
switching_power_mw: 0.251
yosys_warnings: 1
worst-slew-pin-transition_ps: 253
final_layout_top_logic_cells: "buf_4 (27), ha_4 (7), inv_1 (6), buf_6 (6), buf_2 (6)"
cell_area_after_technology_mapping_um2: 510
routed_via_count_divided_by_cell_count: 4.07
die_w_um: 80
critical_path.max_stage_delay_ps: 520
power_density_mw_per_mm2: 484
pre_cts_ws_ps: -1670
post_dp_hpwl_um: 1230
post_synth_inst_count: 68
post_detailed_routing_wire_length_um: 1720
via_count_of_the_first_global_routing_pass: 670
first_iter_violations: 11
final.period_utilization_pct: 129
worst_path_max_delay_cell: "or4_1"
maxCapViolations: 0
leakagePower_nw: 0.501
final_cell_area_mm2: 0.00116
routed_wire_length_per_instance_um: 11.1
timing.critical_path.buf_inv: 4
placed_area_um2: 881
startpoint: "code_in[3]"
placedCellCount: 145
min_period_ps: 3880
worst_slack_setup_final_ps: -877
path_delay_family: "simple AND/OR/NAND/NOR gates"
number_of_distinct_library_cells_after_synthesis: 27
clkbuf_count: 0
floorplan.io_pins: 13
yosysSeqAreaShare_pct: 0
status: "complete, but fails checks"
worstSetupStartpointType: "input port"
ff_count: 0
warning_count: 38
layout.area.comb_um2: 716
layout.area.seq_um2: 0
report.final.hold_viol_count: 0
holdCritPathClass: "input port to output port"
mostFrequentLayoutCell: "buf_4"
synth_chip_area_um2: 510
grt_overflow_total: 0
min-delay-start: "code_in[7]"
core-area_mm2: 0.00342
internal_power_mw: 0.310
dieHeight_um: 80
max_freq_mhz: 258
sequential_power_share_pct: 0
area_growth_syn_to_layout_pct: 127
insertedDiodeCount: 0
unrepaired_setup_endpoints_after_global_routing: "yes"
vias: 631
finalWeightedCongestion: 0.813
switching_share_pct: 44.8
grt_overall_usage_pct: 5.38
wire_length_of_the_first_global_routing_pass_um: 2970
fillCellCount: 336
crit_path_max_fanout: 6
report.final.slew_viol_count: 0
pin_count_of_the_biggest_net_entering_global_routing: 9
crit_path_cell_trace: "buf_8 -> buf_6 -> xnor2_2 -> or4_1 -> a21oi_2 -> and3b_2 -> and3_4 -> ha_4 -> nor4b_4 -> nand4b_1 -> nor2_2 -> buf_4 -> nand3_2 -> xnor2_1 -> buf_2"
first_pass_iters: 4
pwr-share-comb_pct: 100.0
fin_cells: 155
worstPathRequired_ps: 2400
initCoreUtil_pct: 14.9
violations: "negative setup slack"
-- layer usage --
metal | vias up | part of all wire [%] | wire, um | global-route usage, %
met5 | - | 0 | 0 | 0
met4 | 0 | 0 | 0 | 0.352
met3 | 0 | 4.2 | 73 | 1.14
met2 | 11 | 44 | 760 | 8.11
met1 | 293 | 52 | 889 | 7.94
li1 | 327 | - | - | -
-- cell families after synthesis --
group           Yosys count  share of synthesized area (%)
xor+xnor                 13                           23.8
simple gates             25                           28.9
mux                       2                           4.17
buf+inv                  10                           9.56
compound gates            9                           11.5
fa+ha+maj                 9                           22.1
-- cells in the mapped netlist, types with 2 or more instances --
library cell | number | area [um2]
ha_1 | 9 | 113
a21oi_1 | 2 | 10.0
xnor2_1 | 8 | 70.1
nand4_1 | 4 | 25.0
inv_1 | 7 | 26.3
and3_1 | 3 | 18.8
xor2_1 | 4 | 35.0
nor3_1 | 3 | 15.0
o21ai_0 | 4 | 20.0
nand3_1 | 2 | 10.0
nor2_1 | 5 | 18.8
nand3b_1 | 2 | 15.0
-- power groups by stage --
| stage | logic (mW) | clock network [mW] | registers [mW] |
|---|---|---|---|
| after CTS | 0.504 | 0 | 0 |
| after global routing | 0.615 | 0 | 0 |
| final | 0.561 | 0 | 0 |
-- repair_timing --
action / 4_1_cts / 5_1_grt
gates resized: 74 / 7
pin swaps: 28 / 12
setup buffers: 10 / 1
setup endpoints to repair: 5 / 5
hold buffers: 0 / 0
-- final timing paths --
kind / endpoint / cells past startpoint
worst max-delay path: data_out[2] / 15
worst min-delay path: data_out[4] / 6
-- metrics by stage --
step / util (%) / setup TNS, ps / hold slack (ps) / power (mW)
after floorplan: - / -2220 / 1280 / 0.244
after global placement: 25.8 / -6500 / 2340 / 0.403
after detailed placement: 25.8 / -6770 / 2350 / 0.408
after CTS: 32.5 / -2640 / 1740 / 0.504
after global routing: 33.9 / -3610 / 1800 / 0.615
final: 33.9 / -3010 / 1720 / 0.561
-- area by class of cell --
class / count / area share (%)
timing repair buffer: 44 / 31.0
multi-input combinational: 58 / 61.8
inverter: 7 / 2.27
tap: 46 / 4.97
Power figures rest on the tool's default switching activity, not on a simulated workload.
