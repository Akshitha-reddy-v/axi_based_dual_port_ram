### design/flow/config.mk
export PLATFORM = sky130hd
export DESIGN_NAME = multi_bank_spram_32x8_sep_lat
export DESIGN_NICKNAME = multi_bank_spram_32x8_sep_lat
export VERILOG_FILES = /design/flow/design.v
export SDC_FILE = /design/flow/constraint.sdc
export NUM_CORES = 4
export LEC_CHECK = 1
export CORE_UTILIZATION = 50
### design/flow/constraint.sdc
current_design multi_bank_spram_32x8_sep_lat

set clk_period 5.5
set clk_io_pct 0.2

create_clock -name clk0 -period $clk_period [get_ports {clk}]

set non_clock_inputs [all_inputs -no_clocks]
set_input_delay [expr $clk_period * $clk_io_pct] -clock clk0 $non_clock_inputs
set_output_delay [expr $clk_period * $clk_io_pct] -clock clk0 [all_outputs]
### design/flow/design.v
module single_port_ram(clk,en,we,addr,din,dout);
	input logic clk,en,we;
	input logic [2:0] addr;
	input logic [7:0] din;
	output logic [7:0] dout;
	logic [7:0] mem [0:7];
	always_ff @(posedge clk) begin
		if(en) begin
			if(we)
				mem[addr] <= din;
			else
				dout <= mem[addr];
		end
	end
endmodule : single_port_ram
module multi_bank_spram_32x8_sep_lat (
    input  logic        clk,
    input  logic        en,
    input  logic        we,
    input  logic [4:0]  addr,
    input  logic [7:0]  din,
    output logic [7:0]  dout
);
    parameter READ_LATENCY  = 2;
    parameter WRITE_LATENCY = 2;
    logic [7:0] w1, w2, w3, w4;
    logic       we_fifo     [0:WRITE_LATENCY-1];
    logic [4:0] addrw_fifo  [0:WRITE_LATENCY-1];
    logic [7:0] din_fifo    [0:WRITE_LATENCY-1];
    logic [$clog2(WRITE_LATENCY):0] wr_wrptr = 0, wr_rdptr = 0;
    logic [4:0] addrr_fifo  [0:READ_LATENCY-1];
    logic [$clog2(READ_LATENCY):0] rd_wrptr = 0, rd_rdptr = 0;
    single_port_ram s1 (.clk(clk),
                        .en(en && (addrw_fifo[wr_rdptr][4:3] == 2'b00)),
                        .we(we_fifo[wr_rdptr] && (addrw_fifo[wr_rdptr][4:3] == 2'b00)),
                        .addr(addrw_fifo[wr_rdptr][2:0]),
                        .din(din_fifo[wr_rdptr]),
                        .dout(w1));
    single_port_ram s2 (.clk(clk),
                        .en(en && (addrw_fifo[wr_rdptr][4:3] == 2'b01)),
                        .we(we_fifo[wr_rdptr] && (addrw_fifo[wr_rdptr][4:3] == 2'b01)),
                        .addr(addrw_fifo[wr_rdptr][2:0]),
                        .din(din_fifo[wr_rdptr]),
                        .dout(w2));
    single_port_ram s3 (.clk(clk),
                        .en(en && (addrw_fifo[wr_rdptr][4:3] == 2'b10)),
                        .we(we_fifo[wr_rdptr] && (addrw_fifo[wr_rdptr][4:3] == 2'b10)),
                        .addr(addrw_fifo[wr_rdptr][2:0]),
                        .din(din_fifo[wr_rdptr]),
                        .dout(w3));
    single_port_ram s4 (.clk(clk),
                        .en(en && (addrw_fifo[wr_rdptr][4:3] == 2'b11)),
                        .we(we_fifo[wr_rdptr] && (addrw_fifo[wr_rdptr][4:3] == 2'b11)),
                        .addr(addrw_fifo[wr_rdptr][2:0]),
                        .din(din_fifo[wr_rdptr]),
                        .dout(w4));
    always_ff @(posedge clk) begin
        if (en && we) begin
            we_fifo[wr_wrptr]    <= we;
            addrw_fifo[wr_wrptr] <= addr;
            din_fifo[wr_wrptr]   <= din;
            wr_wrptr             <= (wr_wrptr + 1) % WRITE_LATENCY;
        end
        wr_rdptr <= (wr_rdptr + 1) % WRITE_LATENCY;
    end
    always_ff @(posedge clk) begin
        if (en && !we) begin
            addrr_fifo[rd_wrptr] <= addr;
            rd_wrptr             <= (rd_wrptr + 1) % READ_LATENCY;
        end
        rd_rdptr <= (rd_rdptr + 1) % READ_LATENCY;
    end
    always_comb begin
        unique case (addrr_fifo[rd_rdptr][4:3])
            2'b00: dout = w1;
            2'b01: dout = w2;
            2'b10: dout = w3;
            2'b11: dout = w4;
            default: dout = '0;
        endcase
    end
endmodule
### design/flow/run.sh
#!/bin/bash
# OpenROAD 26Q1-2900-gdf79404cd8, Yosys 0.63+post, stock flow scripts
make -C /OpenROAD-flow-scripts/flow DESIGN_CONFIG=/design/flow/config.mk WORK_HOME=/design/flow/orfs finish
==> results_dict.tcl <==
# flow metrics
set metrics [dict create \
    run_status "finished, final reports clean" \
    root_buffer "clkbuf_16" \
    final_util 0.583 \
    maxCapViolations 0 \
    worstSetupStartpointType "flop" \
    min_path_type "flop to flop" \
    cpPeakStageDelay_ns 0.68 \
    yosys.area.top_type "edfxtp_1" \
    rsz0062_at_grt "no" \
    antenna_left 0 \
    insertion_delay_ns 0.50 \
    regArea_um2 9710 \
    gr-total-overflow 0 \
    async_reset_ff_frac 0 \
    slew_headroom 0.363 \
    top_cell_area_share 0.773 \
    ys.flops 324 \
    cts_tree "yes" \
    crit_required_ns 4.40 \
    synthToLayoutAreaGrowth_pct 14.1 \
    critical_path_arrival_ns 2.62 \
    cts.reportedPaths.clkPinSlew_ns 0.05 \
    period_minus_slack_ns 3.72 \
    dr.first_iter.drc_count 430 \
    logic_area_um2 2600 \
    routedWlPerCell_um 22.7 \
    dieArea_um2 25700 \
    antenna_found_initial 0 \
    drt_pre_antenna_iters 4 \
    dpl_cell_area_um2 13200 \
    drc 0 \
    leakage_nw 4.78 \
    io_buffers 23 \
    fmax_mhz 269 \
    ys_cells 747 \
    post_cts_resized 0 \
    design_area_um2 14300 \
    openroad.warnings 25 \
    postSynthSeqShare 0.776 \
    place.gp.congestion 0.841 \
    ys_area_um2 12500 \
    grtUsageTotal 0.237 \
    post_cts_buffers 0 \
    synthCells 747 \
    nFillCells 1754 \
    grt_pass1_vias 7023 \
    num_vias 6576 \
    ys.flop_type "edfxtp_1" \
    finClkSkew_ns 0.0125 \
    synthTopCellsByCount "edfxtp_1, nand2_1, a21oi_1" \
    grt_pass1_wl_um 39700 \
    routed_wl_um 26000 \
    cp-end-kind "primary output" \
    diodes 0 \
    yosys_warnings 2 \
    cp_cell_sequence "mux2i_2, mux4_2, clkdlybuf4s50_1" \
    routed_via_density 5.74 \
    cts_max_level 2 \
    cts_max_path_buffers 3 \
    irDropWorstVdd_uv 220 \
    fp_util 0.511 \
    post-route-period-util 0.676 \
    setup-tns-final_ns 0 \
    synth_cell_types 41 \
    syn_area_um2 12500 \
    hold_viol_final 0 \
    num_rows 57 \
    crit_type "flop to primary output" \
    top_cell "edfxtp_1" \
    cp_max_fo 8 \
    slew_violations 0 \
    core_area_um2 24500 \
    max_slew.worst_pin.slew_ns 0.956 \
    die_x_um 160 \
    drive_gt1_frac 0.144 \
    hold_buffers 0 \
    cts_sinks 324 \
    power_density_nw_per_um2 350 \
    die_y_um 160 \
    edf_count 322 \
    place_hpwl_um 16200 \
    setup_viol 0 \
    numCtsBuffers 34 \
    area_leaders "edfxtp_1, nand2_1, mux4_2" \
    ios 24 \
    crit_slowest_cell "mux2i_2" \
    grt_max_degree 50 \
    syn_avg_cell_area_um2 16.7 \
]
-- layout make-up --
type,count,area share
clock buffers,42,0.0662
clock inverters,15,0.00816
inverters,7,0.00184
multi-input cells,378,0.182
flip-flops and latches,324,0.680
well taps,324,0.0284
repair buffers,55,0.0330
-- cells by family after synthesis --
| group | count (synthesis) | share of synthesized area |
|---|---|---|
| AND-OR/OR-AND | 110 | 0.0568 |
| multiplexers | 60 | 0.0737 |
| AND/OR/NAND/NOR | 208 | 0.0749 |
| flip-flops | 324 | 0.776 |
| buffers and inverters | 45 | 0.0185 |
-- routing by layer --
metal | global-route usage | wire (um)
met5 | 0.0246 | 0
met4 | 0.0455 | 620
met3 | 0.169 | 4280
met2 | 0.337 | 12100
met1 | 0.325 | 9060
-- report_power, final --
group | internal [W] | switching [W] | total (W) | leakage (nW)
registers | 0.00271 | 0.00000647 | 0.00272 | 2.93
clock network | 0.00130 | 0.000857 | 0.00216 | 0.525
logic | 0.0000422 | 0.0000706 | 0.000113 | 1.33
total | 0.00406 | 0.000934 | 0.00499 | 4.78
-- cells in the final DEF, fill, tap and decap left out, types with 8 or more instances in the layout --
cell             instances
nand3_1                 12
nand2_1                129
clkbuf_16               37
o22a_1                  10
nor2_1                  11
a22oi_1                 20
buf_4                   32
and3_1                   9
mux2i_1                 22
mux2_2                   8
or4_1                   12
a21oi_1                 60
edfxtp_1               322
nor3_1                  17
mux4_2                  20
clkdlybuf4s50_1         23
-- worst paths after layout --
path | from | to | slack (ns) | cells past startpoint
max | rd_rdptr[0] | dout[3] | 1.78 | 3
min | rd_rdptr[0] | rd_rdptr[0] | 0.43 | 1
max reg2reg | addrw_fifo[0][0] | s1.dout[6] | 2.46 | 4
min reg2reg | rd_rdptr[0] | rd_rdptr[0] | 0.43 | 1
-- critical path, delay by kind of cell, from the launching register on --
family                 cells  cell delay [ns]
buffers and inverters      1             0.42
flip-flops                 1             0.39
multiplexers               2             1.32
-- state kept, by name, summed over array words and instances (netlist names) --
register	flops
wr_wrptr	1
s1.mem	64
s4.dout	8
wr_rdptr	1
din_fifo	16
s3.mem	64
s2.mem	64
s2.dout	8
rd_rdptr	1
s1.dout	8
addrr_fifo	4
s3.dout	8
we_fifo	2
s4.mem	64
rd_wrptr	1
addrw_fifo	10
-- through the flow --
| step | power (W) | hold WS (ns) | setup slack, ns | instances |
|---|---|---|---|---|
| global route | 0.00514 | 0.455 | 1.59 | 1145 |
| CTS | 0.00504 | 0.429 | 1.70 | 1145 |
| floorplan | 0.00283 | 0.399 | 2.85 | 747 |
| global placement | 0.00288 | 0.431 | 2.25 | 1088 |
| finish | 0.00499 | 0.429 | 1.78 | 1145 |
| detailed placement | 0.00288 | 0.416 | 2.22 | 1088 |
No activity file was given, so power comes from the tool's default toggle rates.
